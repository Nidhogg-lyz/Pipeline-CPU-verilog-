[./design.v]
module ALU(input[31:0]A,B,input[2:0]ALUCtrl,output reg zero,output reg[31:0] result);
always@(*)begin
case(ALUCtrl)
	3'b100:begin 
		result=$signed(A)+$signed(B);
                zero=(result==0)?1:0;  
	end
	3'b101:begin 
		result=A+B;
		zero=(result==0)?1:0;
	end
	3'b110:begin 
		result=$signed(A)-$signed(B);
		zero=(result==0)?1:0;
	end
	3'b000:begin 
		result=A&B;
		zero=(result==0)?1:0;
	end
	3'b001:begin 
		result=A|B;
		zero=(result==0)?1:0;
	end
	3'b011:begin 
		result=($signed(A)<$signed(B))?1:0;
		zero=(result==0)?1:0;
	end
endcase
end
endmodule
module ALUCU(input[5:0]func,input[1:0]ALUOp,output reg[2:0]ALUCtrl);
always@(*)begin
if(ALUOp==00)begin
ALUCtrl=3'b100;
end
if(ALUOp==01)begin
ALUCtrl=3'b110;
end
if(ALUOp[1]==1'b1)begin
case(func)
	6'b100000:begin
		ALUCtrl=3'b100; 
	end
	6'b100001:begin
		ALUCtrl=3'b101; 
	end
	6'b100010:begin
		ALUCtrl=3'b110; 
	end
	6'b100100:begin
		ALUCtrl=3'b000; 
	end
	6'b100101:begin
		ALUCtrl=3'b001; 
	end
	6'b101010:begin
		ALUCtrl=3'b011; 
	end
endcase
end
end
endmodule
module CU(input [5:0]Inst,output reg RegDst,RegWr,MemtoReg,MemRd,MemWr,Branch,Jump,output reg [1:0]ALUOp,output reg ALUSrc);
always@(*)begin
case(Inst)
	6'b000000:begin 
		{ALUOp,ALUSrc,Jump,Branch,MemRd,MemWr,RegDst,RegWr,MemtoReg}=10'b1000000110;
	end
	6'b100011:begin 
		{ALUOp,ALUSrc,Jump,Branch,MemRd,MemWr,RegDst,RegWr,MemtoReg}=10'b0010010011;
	end
	6'b101011:begin 
		{ALUOp,ALUSrc,Jump,Branch,MemRd,MemWr,RegDst,RegWr,MemtoReg}=10'b0010001x0x;
	end
	6'b000010:begin 
		{ALUOp,ALUSrc,Jump,Branch,MemRd,MemWr,RegDst,RegWr,MemtoReg}=10'bxxx1000x0x;
	end
	6'b000100:begin 
		{ALUOp,ALUSrc,Jump,Branch,MemRd,MemWr,RegDst,RegWr,MemtoReg}=10'b0100100x0x;
	end
endcase
end
endmodule
module FI_ID(input clk,input[31:0]NPC1_in,IR_in,output reg [31:0]NPC1_o,IR_o);
reg[31:0] NPC1,IR;
always@(posedge clk)begin
NPC1=NPC1_in;
IR=IR_in;
NPC1_o=NPC1;
IR_o=IR;
end
endmodule
module ID_EX(input clk,input[31:0]NPC1_in,Rs_in,Rt_in,Imm32_in,IR_in,
	input RegDst,RegWr,MemtoReg,MemRd,MemWr,Branch,Jump,input[1:0]ALUOp,input ALUSrc,
	output reg[2:0]WB_o,output reg[3:0]MA_o,output reg[2:0]EX_o,
	output reg[31:0]NPC1_o,Rs_o,Rt_o,Imm32_o,IR_o);
reg[31:0] NPC1,Rs,Rt,Imm32,IR;
reg[2:0]WB;
reg[3:0]MA;
reg[2:0]EX;
always@(posedge clk)begin
NPC1=NPC1_in;
Rs=Rs_in;
Rt=Rt_in;
Imm32=Imm32_in;
IR=IR_in;
WB={RegDst,RegWr,MemtoReg};
MA={MemRd,MemWr,Branch,Jump};
EX={ALUOp,ALUSrc};
NPC1_o=NPC1;
Rs_o=Rs;
Rt_o=Rt;
Imm32_o=Imm32;
IR_o=IR;
WB_o=WB;
MA_o=MA;
EX_o=EX;
end
endmodule
module EX_MA(input clk,input [31:0]NPC3_in,NPC2_in,input Flag_in,input [31:0]ALUOut_in,Rt_in,IR_in,
	input [2:0]WB_in,input[3:0]MA_in,
	output reg[2:0]WB_o,output reg[3:0]MA_o,
	output reg[31:0]NPC3_o,NPC2_o,output reg ZF,output reg[31:0]ALUOut_o,Rt_o,IR_o);
reg[31:0]NPC3,NPC2,ALUOut,Rt,IR;
reg[2:0]WB;
reg[3:0]MA;
reg Flag;
always@(posedge clk)begin
NPC3=NPC3_in;
NPC2=NPC2_in;
Flag=Flag_in;
ALUOut=ALUOut_in;
Rt=Rt_in;
IR=IR_in;
WB=WB_in;
MA=MA_in;
NPC3_o=NPC3;
NPC2_o=NPC2;
ZF=Flag;
ALUOut_o=ALUOut;
Rt_o=Rt;
IR_o=IR;
WB_o=WB;
MA_o=MA;
end
endmodule
module MA_WB(input clk,input [31:0]ALUOut_in,MEMOut_in,IR_in,
	input[2:0]WB_in,
	output reg[2:0]WB_o,
	output reg[31:0]ALUOut_o,MEMOut_o,IR_o);
reg[31:0]ALUOut,MEMOut,IR;
reg[2:0]WB;
always@(posedge clk)begin
ALUOut=ALUOut_in;
MEMOut=MEMOut_in;
IR=IR_in;
WB=WB_in;
ALUOut_o=ALUOut;
MEMOut_o=MEMOut;
IR_o=IR;
WB_o=WB;
end
endmodule
[./run.sh]
#!/bin/bash
# OpenROAD 26Q1-2900-gdf79404cd8, Yosys 0.63+post, stock flow scripts
make -C /OpenROAD-flow-scripts/flow DESIGN_CONFIG=/design/flow/config.mk WORK_HOME=/design/flow/orfs finish
[./config.mk]
export PLATFORM = sky130hd
export DESIGN_NAME = EX_MA
export DESIGN_NICKNAME = EX_MA
export VERILOG_FILES = /design/flow/design.v
export SDC_FILE = /design/flow/constraint.sdc
export NUM_CORES = 4
export LEC_CHECK = 1
export CORE_AREA = 10 10 169 169
export DIE_AREA = 0 0 179 179
[./constraint.sdc]
current_design EX_MA

set clk_period 1.0
set clk_io_pct 0.2

create_clock -name clk0 -period $clk_period [get_ports {clk}]

set non_clock_inputs [all_inputs -no_clocks]
set_input_delay [expr $clk_period * $clk_io_pct] -clock clk0 $non_clock_inputs
set_output_delay [expr $clk_period * $clk_io_pct] -clock clk0 [all_outputs]
==> impl_metrics.env <==
# physical design summary
export IMPL_place_congestion=0.870
export IMPL_dr_total_vias=2502
export IMPL_tritoncts_num_buffers=17
export IMPL_post_dp_cell_area_mm2=0.00714
export IMPL_yosys_warnings=1
export IMPL_worst_endpoint_required_ns=0.80
export IMPL_drv_slew=0
export IMPL_antenna_diode_count=0
export IMPL_lay_top_count="sky130_fd_sc_hd__clkdlybuf4s50_1"
export IMPL_critical_path_slowest_cell="sky130_fd_sc_hd__dfxtp_2"
export IMPL_timing_critical_path_buf_inv=1
export IMPL_violations="setup timing"
export IMPL_final_critical_delay_including_setup_and_external_delays_ns=1.06
export IMPL_finalWorstSetupSlack_ns=-0.0591
export IMPL_yosys_area_mm2=0.00336
export IMPL_setup_violating_endpoint_count_in_the_final_report=168
export IMPL_hold_worst_slack_ns=0.209
export IMPL_grt_pass1_vias=2620
export IMPL_power_static_leakage_nw=3.05
export IMPL_ctsLongestPathBuffers=2
export IMPL_fmax_mhz=944
export IMPL_worstPathArrival_ns=0.86
export IMPL_cts_tree="built"
export IMPL_detailedRoute_firstPassIterationCount=4
export IMPL_layout_cell_area_non_filler_mm2=0.00700
export IMPL_critPathKind="flop to output pin"
export IMPL_cts_htree_levels=4
export IMPL_final_layout_size_suffix_gt1_share_pct=41.8
export IMPL_critical_path_endpoint="Rt_o[3]"
export IMPL_fp_util_pct=13.4
export IMPL_floorplan_row_count=58
export IMPL_boundaryPins=337
export IMPL_mi_logic_area_um2=0
export IMPL_global_route_usage_total_pct=8.00
export IMPL_drt_wl_total_um=13900
export IMPL_chipArea_mm2=0.0320
export IMPL_drc=0
export IMPL_grt_start_max_net_pins=21
export IMPL_worstSetupStartpointType="flop"
export IMPL_critical_path_max_stage_delay_ns=0.33
export IMPL_die_x_um=179
export IMPL_core_area_mm2=0.0250
export IMPL_wl_per_cell_um=16.0
export IMPL_worst_path_stages=1
export IMPL_startpoint="Rt_o[3]$_DFF_P_"
export IMPL_grt_overflow_total=0
export IMPL_hold_viol=0
export IMPL_critical_path_top_delay_family="flip-flops"
export IMPL_post_synth_num_cell_types=1
export IMPL_nMultiInputCombCells=0
export IMPL_p_per_area_mw_per_mm2=2110
export IMPL_syn_to_final_growth_pct=108
export IMPL_critPathMaxFanout=1
export IMPL_synth_seq_area_share_pct=100
export IMPL_port_buffer_count=336
export IMPL_netlist_area_mm2=0.00336
export IMPL_slew_at_the_pin_closest_to_its_max_slew_limit_ns=0.212
export IMPL_period_used_pct=106
export IMPL_run_status="complete, but fails checks"
export IMPL_synth_seq_cells=168
export IMPL_path_class_of_the_lowest_slack_min_delay_path="input port to flop"
export IMPL_log_warnings=27
export IMPL_clkSinkCount=168
export IMPL_endpoint_kind="output pin"
export IMPL_relSlewSlack_pct=85.8
export IMPL_grt_first_pass_wirelength_um=18400
export IMPL_clkTransAtPathRegs_ns=0.08
export IMPL_layout_core_utilization_pct=28.0
export IMPL_instances_no_fill=866
export IMPL_grt_setup_unrepaired="true"
export IMPL_total_power_mw=14.8
export IMPL_ys_cells=168
export IMPL_antenna_left=0
export IMPL_via_count_normalized_by_instance_count=2.89
export IMPL_placed_cells_incl_taps=834
export IMPL_final_cell_mix="168 x sky130_fd_sc_hd__clkdlybuf4s50_1, 159 x sky130_fd_sc_hd__buf_2, 144 x sky130_fd_sc_hd__dfxtp_1, 24 x sky130_fd_sc_hd__dfxtp_2, 17 x sky130_fd_sc_hd__clkbuf_16"
export IMPL_post_cts_repair_setup_buffers=0
export IMPL_detailed_place_hpwl_um=11600
export IMPL_grt_antenna_before_repair=0
export IMPL_syn_inst=168
export IMPL_cap_viol_max_count=0
export IMPL_ir_worst_vdd_uv=1070
export IMPL_ctsRootBufferMaster="sky130_fd_sc_hd__clkbuf_16"
export IMPL_die_size_y_um=179
export IMPL_num_fill_cells=2587
export IMPL_drt_initial_drc_count=53
export IMPL_synthesis_area_per_instance_um2=20.0
export IMPL_crit_path_cell_trace="buf_6"
-- state kept, by name, indices dropped and copies added, names as in the netlist --
signal and cells:
NPC3_o 32, IR_o 32, ALUOut_o 32, Rt_o 32
WB_o 3, ZF 1, NPC2_o 32, MA_o 4
-- timing repair --
action                     CTS  global route
hold buffers                 0             0
gates resized              564            11
setup endpoints to repair  168           168
-- cells by family after synthesis --
| kind of cell | Yosys count | share of synthesized area [%] |
|---|---|---|
| flops | 168 | 100 |
-- worst min-delay path by stage --
stage                    startpoint                   end  slack (ns)  depth (start not counted)
after CTS                 IR_in[20]      IR_o[20]$_DFF_P_        0.18                          1
after global routing       IR_in[0]       IR_o[0]$_DFF_P_        0.18                          1
final                 ALUOut_in[19]  ALUOut_o[19]$_DFF_P_        0.21                          1
-- Yosys cell counts --
master / instances / share of area, %
sky130_fd_sc_hd__dfxtp_1: 168 / 100
-- per-stage QoR --
step,setup WS [ns],TNS [ns]
3_3_place_gp,-0.0611,-0.458
2_1_floorplan,0.538,0
3_5_place_dp,-0.0682,-0.443
4_1_cts,-0.0971,-9.30
5_1_grt,-0.105,-12.32
6_report,-0.0591,-3.60
-- layout make-up --
type                  count  area [um2]  area share [%]
Clock inverter           15         188            2.68
Tap cell                330         413            5.90
Timing Repair Buffer    336        2580            36.8
Sequential cell         168        3390            48.5
Clock buffer             17         425            6.08
-- report_power, final --
part	total, mW	switching, mW	leakage (nW)	internal, mW
logic	0.992	0.187	1.34	0.805
clock network	6.64	3.20	0.295	3.44
registers	7.13	0.0758	1.42	7.05
-- per-layer routing --
metal | global-route usage, % | vias to the layer above | wire [um]
li1 | - | 1229 | -
met1 | 9.29 | 1110 | 5150
met2 | 13.8 | 156 | 7000
met3 | 3.51 | 7 | 1560
met4 | 0.999 | 0 | 142
met5 | 0 | - | 0
Power is estimated from default activity; no workload was simulated.
